## design/flow/run.sh

```bash
#!/bin/bash
# OpenROAD 26Q1-2900-gdf79404cd8, Yosys 0.63+post, stock flow scripts
make -C /OpenROAD-flow-scripts/flow DESIGN_CONFIG=/design/flow/config.mk WORK_HOME=/design/flow/orfs finish
```

## design/flow/config.mk

```make
export PLATFORM = sky130hd
export DESIGN_NAME = top_module
export DESIGN_NICKNAME = top_module
export VERILOG_FILES = /design/flow/design.v
export SDC_FILE = /design/flow/constraint.sdc
export NUM_CORES = 4
export LEC_CHECK = 1
export CORE_UTILIZATION = 40
```

## design/flow/constraint.sdc

```tcl
current_design top_module

set clk_period 2.7
set clk_io_pct 0.2

create_clock -name clk0 -period $clk_period [get_ports {clk_top}]

set non_clock_inputs [all_inputs -no_clocks]
set_input_delay [expr $clk_period * $clk_io_pct] -clock clk0 $non_clock_inputs
set_output_delay [expr $clk_period * $clk_io_pct] -clock clk0 [all_outputs]
```

## design/flow/design.v

```verilog
module fsm (
    input wire mode_button,
    input wire [1:0] set_time_hours_left,
    input wire [3:0] set_time_hours_right,
    input wire [2:0] set_time_minutes_left,
    input wire [3:0] set_time_minutes_right,
    input wire [4:0] normal_hours,
    input wire [5:0] normal_minutes,
    input wire set_time_ack_flag,
    input wire [5:0] stop_watch_minutes,
    input wire [5:0] stop_watch_seconds,
    input wire stop_watch_ack_flag,
    input wire set_time_active,
    input wire [1:0] set_alarm_hours_left,
    input wire [3:0] set_alarm_hours_right,
    input wire [2:0] set_alarm_minutes_left,
    input wire [3:0] set_alarm_minutes_right,
    input wire set_alarm_ack_flag,
    input wire on_off_alarm,
    input wire clk,
    input wire rst,
    output reg set_time_en,
    output reg set_alarm_en,
    output reg stop_watch_en,
    output reg normal_en,
    output reg alarm_sound,
    output reg [5:0] hours_fsm,
    output reg [5:0] minutes_fsm
);
localparam normal = 2'b00,
           alarm_mode = 2'b01,
           stop_watch = 2'b11,
           set_time = 2'b10;
reg [1:0] current_state, next_state;
reg alarm_status;
reg alarm_sound_active;
reg [5:0] alarm_counter;
wire [4:0] set_alarm_hours_total;
wire [5:0] set_alarm_minutes_total;
always @(posedge clk or negedge rst) begin
    if(!rst) begin
        current_state <= normal;
        alarm_status <= 'b0;
        alarm_sound_active <= 1'b0;
        alarm_counter <= 'b0;
    end else begin
        current_state <= next_state;
        if (current_state == alarm_mode && on_off_alarm) begin
            alarm_status <= 1'b1; 
        end 
        if (alarm_status && 
        (normal_minutes == set_alarm_minutes_total) && 
        (normal_hours == set_alarm_hours_total) && 
        !alarm_sound_active) begin
            alarm_sound_active <= 1'b1;
            alarm_counter <= 'b0;
        end
        if (alarm_sound_active) begin
            if (alarm_counter == 6'd59) begin
                alarm_sound_active <= 1'b0;      
                alarm_status <= 1'b0;          
                alarm_counter <= 'b0;           
            end else begin
                alarm_counter <= alarm_counter + 1;
            end
        end
    end
end
always @(*) begin
    case (current_state)
        normal: begin
            if(mode_button) begin
                next_state = alarm_mode;
            end else begin
                next_state = current_state;
            end
        end
        alarm_mode: begin
            if(mode_button & set_alarm_ack_flag) begin
                next_state = stop_watch;
            end else begin
                next_state = current_state;
            end
        end
        stop_watch: begin
            if (mode_button & stop_watch_ack_flag) begin
                next_state = set_time;
            end else begin
                next_state = current_state;
            end
        end
        set_time: begin
            if(mode_button & set_time_ack_flag) begin
                next_state = normal;
            end else begin
                next_state = current_state;
            end
        end
        default: next_state = current_state;
    endcase
end
always @(*) begin
    set_time_en = 1'b0;
    set_alarm_en = 1'b0;
    stop_watch_en = 1'b0;
    normal_en = 1'b0;
    hours_fsm = 'b0;
    minutes_fsm = 'b0;
    alarm_sound = 1'b0;
    case (current_state)
        normal: begin
            hours_fsm = normal_hours;
            minutes_fsm = normal_minutes;
            if(alarm_sound_active) begin
                alarm_sound = 1'b1;
            end 
        end
        alarm_mode: begin
            hours_fsm = set_alarm_hours_left*10 + set_alarm_hours_right;
            minutes_fsm = set_alarm_minutes_left*10 + set_alarm_minutes_right;
            set_alarm_en = 1'b1;
        end
        stop_watch: begin
            hours_fsm = stop_watch_minutes;
            minutes_fsm = stop_watch_seconds;
            stop_watch_en = 1'b1;
        end
        set_time: begin
            hours_fsm = set_time_hours_left*10 + set_time_hours_right;
            minutes_fsm = set_time_minutes_left*10 + set_time_minutes_right;
            set_time_en = 1'b1;
            if(set_time_ack_flag && set_time_active) begin
                normal_en = 1'b1;
            end
        end
    endcase
end
assign set_alarm_hours_total = set_alarm_hours_left*10 + set_alarm_hours_right;
assign set_alarm_minutes_total = set_alarm_minutes_left*10 + set_alarm_minutes_right;
endmodule
module normal (
    input wire clk,
    input wire rst,
    input wire normal_en,
    input wire [1:0] i_hours_left,
    input wire [3:0] i_hours_right,
    input wire [2:0] i_minutes_left,
    input wire [3:0] i_minutes_right,
    output reg [4:0] o_hours,
    output reg [5:0] o_minutes
);
reg [5:0] seconds; 
always @(posedge clk or negedge rst) begin
    if (!rst) begin
        o_hours <= 0;
        o_minutes <= 0;
        seconds <= 0;
    end else if (normal_en) begin    
        o_hours <= i_hours_left * 10 + i_hours_right;
        o_minutes <= i_minutes_left * 10 + i_minutes_right;
    end else begin
            seconds <= seconds + 1;
            if (seconds == 59) begin
                seconds <= 0;
                o_minutes <= o_minutes + 1;
                if (o_minutes == 59) begin
                    o_minutes <= 0;
                    o_hours <= o_hours + 1;
                    if (o_hours == 23) begin
                        o_hours <= 0;
                    end
                end
            end
        end
end
endmodule
module set_alarm (
    input wire clk,
    input wire rst, 
    input wire set_alarm_en,
    input wire mode_button, 
    input wire inc_button,
    output reg [1:0] o_hours_left,
    output reg [3:0] o_hours_right,
    output reg [2:0] o_minutes_left,
    output reg [3:0] o_minutes_right,
    output reg on_off_alarm,
    output wire ack_flag
);
    reg [2:0] modes;
    always @(posedge clk or negedge rst) begin
        if (!rst) begin
            o_hours_left <= 0;
            o_hours_right <= 0;
            o_minutes_left <= 0;
            o_minutes_right <= 0;
            modes <= 0;
            on_off_alarm <= 0;
        end else if(set_alarm_en) begin            
                if (modes == 0) begin                        
                    if (mode_button) begin  
                        modes <= modes + 1; 
                    end else if (inc_button == 1) begin     
                        o_hours_left <= o_hours_left + 1;
                        if (o_hours_left == 2) begin
                            o_hours_left <= 0;
                        end
                    end
                end else if (modes == 1) begin               
                    if (mode_button) begin 
                        modes <= modes + 1; 
                    end else if (inc_button == 1) begin     
                        if (o_hours_left == 2) begin
                            if (o_hours_right == 3) begin
                                o_hours_right <= 0;
                            end else begin
                                o_hours_right <= o_hours_right + 1;
                            end
                        end else begin
                            o_hours_right <= o_hours_right + 1;
                            if (o_hours_right == 9) begin
                                o_hours_right <= 0;
                            end
                        end
                    end
                end else if (modes == 2) begin               
                    if (mode_button) begin
                        modes <= modes + 1;
                    end else if (inc_button == 1) begin
                        o_minutes_left <= o_minutes_left + 1;
                        if (o_hours_left == 5) begin
                            o_minutes_left <= 0;
                        end
                    end
                end else if (modes == 3) begin              
                    if (mode_button) begin
                        modes <= modes + 1;
                    end else if (inc_button == 1) begin
                        o_minutes_right <= o_minutes_right + 1;
                        if (o_hours_right == 9) begin
                            o_minutes_right <= 0;
                        end
                    end
                end else if (modes == 4) begin              
                    if (mode_button) begin
                        modes <= modes + 1;
                    end else if (inc_button) begin
                        on_off_alarm <= 1;
                    end else begin
                        on_off_alarm <= 0;
                    end
                end else begin
                    modes <= 0;
                end
        end else begin
            modes <= 'b0;
        end
    end
    assign ack_flag = (modes == 4);
endmodule
module set_time (
    input wire clk, 
    input wire rst,
    input wire set_time_en,
    input wire mode_button, 
    input wire inc_button,
    output reg [1:0] o_hours_left,
    output reg [3:0] o_hours_right,
    output reg [2:0] o_minutes_left,
    output reg [3:0] o_minutes_right,
    output reg set_time_active,
    output wire ack_flag
);
    reg [2:0] modes;
    always @(posedge clk or negedge rst) begin
        if (!rst) begin
            o_hours_left <= 0;
            o_hours_right <= 0;
            o_minutes_left <= 0;
            o_minutes_right <= 0;
            modes <= 0;
            set_time_active <= 0;
        end else if(set_time_en) begin           
                if (modes == 0) begin                        
                    if (mode_button) begin  
                        modes <= modes + 1; 
                    end else if (inc_button == 1) begin     
                        o_hours_left <= o_hours_left + 1;
                        if (o_hours_left == 2) begin
                            o_hours_left <= 0;
                        end
                    end
                end else if (modes == 1) begin               
                    if (mode_button) begin 
                        modes <= modes + 1; 
                    end else if (inc_button == 1) begin     
                        if (o_hours_left == 2) begin
                            if (o_hours_right == 3) begin
                                o_hours_right <= 0;
                            end else begin
                                o_hours_right <= o_hours_right + 1;
                            end
                        end else begin
                            o_hours_right <= o_hours_right + 1;
                            if (o_hours_right == 9) begin
                                o_hours_right <= 0;
                            end
                        end
                    end
                end else if (modes == 2) begin               
                    if (mode_button) begin
                        modes <= modes + 1;
                    end else if (inc_button == 1) begin
                        o_minutes_left <= o_minutes_left + 1;
                        if (o_hours_left == 5) begin
                            o_minutes_left <= 0;
                        end
                    end
                end else if (modes == 3) begin              
                    if (mode_button) begin
                        modes <= modes + 1;
                    end else if (inc_button == 1) begin
                        o_minutes_right <= o_minutes_right + 1;
                        if (o_hours_right == 9) begin
                            o_minutes_right <= 0;
                        end
                    end
                end else if (modes == 4) begin              
                    if (mode_button) begin
                        modes <= modes + 1;
                    end else if (inc_button) begin
                        set_time_active <= 1;
                    end else begin
                        set_time_active <= 0;
                    end
                end else begin
                    modes <= 'b0;
                end
        end else begin
            modes <= 'b0;
        end
    end
    assign ack_flag = (modes == 4);
endmodule
module stop_watch (
    input wire mode_button,
    input wire inc_button,
    input wire clk,
    input wire rst,
    input wire stop_watch_en,
    output wire stop_watch_ack_flag,
    output reg [5:0] o_minutes,
    output reg [5:0] o_seconds
);
reg [5:0] normal_minutes;
reg [5:0] normal_seconds;
reg [5:0] split_min;      
reg [5:0] split_sec;      
reg [2:0] modes_counter;     
reg inc_counter;     
reg split_flag;
wire clear_flag;
always @(posedge clk or negedge rst) begin
    if(!rst) begin
        o_minutes <= 'b0;
        o_seconds <= 'b0;
        modes_counter <= 'b0;
        inc_counter <= 'b0;
        split_min <= 'b0;
        split_sec <= 'b0;
        normal_minutes <= 'b0;
        normal_seconds <= 'b0;
        split_flag <= 'b0;
    end else if(stop_watch_en) begin
        if (mode_button) begin
            modes_counter <= modes_counter + 1'b1;
        end
        if(modes_counter != 3'd1) begin      
            split_flag <= 1'b1;
        end
        if (inc_button) begin       
            inc_counter <= ~inc_counter;
        end
        if(inc_counter) begin    
            normal_seconds <= normal_seconds + 1'b1;
            if(normal_seconds == 6'd59) begin     
                normal_seconds <= 6'b0;
                normal_minutes <= normal_minutes + 1'b1;
                if (normal_minutes == 6'd59) begin   
                    normal_minutes <= 6'b0;
                end
            end
        end
        if (clear_flag) begin        
            normal_seconds <= 6'b0;
            normal_minutes <= 6'b0;
        end
        if (modes_counter == 3'd1 & split_flag) begin        
            split_flag <= 1'b0;
            split_min <= normal_minutes;
            split_sec <= normal_seconds;
        end 
    end else begin
        modes_counter <= 'b0;
    end
end
always @(*) begin
    if(~split_flag) begin
        o_minutes = split_min;
        o_seconds = split_sec;
    end else begin
        o_minutes = normal_minutes;
        o_seconds = normal_seconds;
    end
end
assign stop_watch_ack_flag = (clear_flag == 1'b1 & modes_counter == 3'b01) ? 1'b1: (modes_counter == 3'b11) ? 1'b1 : 1'b0;
assign clear_flag = ((modes_counter == 3'b1 | modes_counter == 3'b11) & inc_counter == 1'b0);
endmodule
module top_module (
    input wire mode_button_top,
    input wire inc_button_top,
    input wire clk_top,
    input wire rst_top,
    output wire alarm_sound_top,
    output wire [5:0] hours_fsm_top,
    output wire [5:0] minutes_fsm_top
);
wire set_time_en_top;
wire set_time_ack_top;
wire set_time;
wire [1:0] set_time_hours_left_top;
wire [3:0] set_time_hours_right_top;
wire [2:0] set_time_minutes_left_top;
wire [3:0] set_time_minutes_right_top;
wire normal_en_top;
wire [4:0] normal_hours_top;
wire [5:0] normal_minutes_top;
wire set_alarm_en_top;
wire set_alarm_ack_flag_top;
wire on_off_alarm_top;
wire [1:0] set_alarm_hours_left_top;
wire [3:0] set_alarm_hours_right_top;
wire [2:0] set_alarm_minutes_left_top;
wire [3:0] set_alarm_minutes_right_top;
wire stop_watch_en_top;
wire stop_watch_ack_flag_top;
wire [5:0] stop_watch_minutes_top;
wire [5:0] stop_watch_seconds_top;
wire clock_div_output_top;
wire clock_div_enable_top;
fsm fsm_inst(
    .mode_button(mode_button_top),
    .set_time_hours_left(set_time_hours_left_top),
    .set_time_hours_right(set_time_hours_right_top),
    .set_time_minutes_left(set_time_minutes_left_top),
    .set_time_minutes_right(set_time_minutes_right_top),
    .normal_hours(normal_hours_top),
    .normal_minutes(normal_minutes_top),
    .set_time_ack_flag(set_time_ack_top),
    .stop_watch_minutes(stop_watch_minutes_top),
    .stop_watch_seconds(stop_watch_seconds_top),
    .stop_watch_ack_flag(stop_watch_ack_flag_top),
    .set_alarm_hours_left(set_alarm_hours_left_top),
    .set_alarm_hours_right(set_alarm_hours_right_top),
    .set_alarm_minutes_left(set_alarm_minutes_left_top),
    .set_alarm_minutes_right(set_alarm_minutes_right_top),
    .set_alarm_ack_flag(set_alarm_ack_flag_top),
    .on_off_alarm(on_off_alarm_top),
    .clk(clk_top),
    .rst(rst_top),
    .set_time_en(set_time_en_top),
    .set_alarm_en(set_alarm_en_top),
    .stop_watch_en(stop_watch_en_top),
    .normal_en(normal_en_top),
    .alarm_sound(alarm_sound_top),
    .hours_fsm(hours_fsm_top),
    .minutes_fsm(minutes_fsm_top),
    .set_time_active(set_time_active)
);
normal normal_inst(
    .clk(clk_top),
    .rst(rst_top),
    .normal_en(normal_en_top),
    .i_hours_left(set_time_hours_left_top),
    .i_hours_right(set_time_hours_right_top),
    .i_minutes_left(set_time_minutes_left_top),
    .i_minutes_right(set_time_minutes_right_top),
    .o_hours(normal_hours_top),
    .o_minutes(normal_minutes_top)
);
set_time set_time_inst(
    .clk(clk_top),
    .rst(rst_top),
    .set_time_en(set_time_en_top),
    .mode_button(mode_button_top),
    .inc_button(inc_button_top),
    .o_hours_left(set_time_hours_left_top),
    .o_hours_right(set_time_hours_right_top),
    .o_minutes_left(set_time_minutes_left_top),
    .o_minutes_right(set_time_minutes_right_top),
    .ack_flag(set_time_ack_top),
    .set_time_active(set_time_active)
);
set_alarm set_alarm_inst(
    .clk(clk_top),
    .rst(rst_top),
    .set_alarm_en(set_alarm_en_top),
    .mode_button(mode_button_top),
    .inc_button(inc_button_top),
    .o_hours_left(set_alarm_hours_left_top),
    .o_hours_right(set_alarm_hours_right_top),
    .o_minutes_left(set_alarm_minutes_left_top),
    .o_minutes_right(set_alarm_minutes_right_top),
    .ack_flag(set_alarm_ack_flag_top),
    .on_off_alarm(on_off_alarm_top)
);
stop_watch stop_watch_inst(
    .clk(clk_top),
    .rst(rst_top),
    .stop_watch_en(stop_watch_en_top),
    .mode_button(mode_button_top),
    .inc_button(inc_button_top),
    .o_minutes(stop_watch_minutes_top),
    .o_seconds(stop_watch_seconds_top),
    .stop_watch_ack_flag(stop_watch_ack_flag_top)
);
endmodule
```

==> flow_metrics.py <==
# Auto-generated metrics
metrics = {
    "routing": {
        "residual_drc": 0,
        "route.detailed.vias_per_inst": 5.43,
        "final_antenna_net_count": 0,
        "drt_total_wl_mm": 10.6,
        "drt_pass1_iterations": 6,
        "dr_total_vias": 3729,
        "routed_wire_length_per_instance_um": 15.5,
        "n_antenna_cell": 0,
        "dr.first_iter.drc_count": 237,
    },
    "sta": {
        "timing_worst_slew_pin_value_ns": 0.589,
        "clock_skews_ns": 0.00953,
        "worst_slew_margin_rel_pct": 60.7,
        "fin_crit_sh_pct": 98.7,
        "finalHoldViolations": 0,
        "maxSlewViolCount": 0,
        "worst_slack_ns": 0.0343,
        "setup_viol": 0,
        "timing.fmax_mhz": 375,
        "grt_setup_unrepaired": "yes",
        "whs_ns": 0.179,
        "timing.setup.tns_ns": 0,
        "fin_crit_ns": 2.67,
    },
    "floorplan": {
        "chipWidth_um": 108,
        "fp.dieArea_um2": 11600,
        "floorplan.rows": 38,
        "die_height_um": 108,
        "floorplan.initialDensity_pct": 41.1,
        "io-pin-count": 17,
        "core_area_um2": 10800,
    },
    "synthesis": {
        "top_area_share_pct": 37.0,
        "ys_top_cells_by_count": "dfrtp_1 (66), nand2_1 (46), o21ai_0 (42)",
        "number_of_enable_flip_flop_cells": 0,
        "most_instantiated_library_cell_after_synthesis": "dfrtp_1",
        "syn_area_um2": 4460,
        "synth.yosys.num_cells": 483,
        "yosysChipArea_um2": 4460,
        "synth.ff_latch_count": 67,
        "synth_cell_type_count": 54,
        "synth_area_per_cell_um2": 9.24,
        "postSynthSeqShare_pct": 37.6,
        "postSynth.asyncResetShare_pct": 100,
        "top_cells_by_area": "dfrtp_1 (37%), ha_1 (12%), xnor2_1 (5.7%)",
        "synth_top_flop_cell": "dfrtp_1",
        "yosys_warnings": 30,
        "postSynthCellCount": 483,
        "yosysTopAreaCell": "dfrtp_1",
    },
    "outcome": {
        "outcome": "finished, final reports clean",
    },
    "global_routing": {
        "via_count_of_the_first_global_routing_pass": 3692,
        "grt_start_max_net_pins": 28,
        "aggregate_global_routing_overflow": 0,
        "grt_first_pass_wirelength_mm": 18.5,
        "grt_antenna_before_repair": 0,
        "groute.usage.overall_pct": 21.1,
    },
    "placed_design": {
        "port_buffers": 16,
        "dp.final_hpwl_mm": 7.46,
        "preCtsSetupSlack_ns": -0.00442,
        "dpl-instance-area_um2": 4920,
        "placed_cells_incl_taps": 651,
        "finalWeightedCongestion": 0.890,
    },
    "finish": {
        "layout.area.seq_um2": 1680,
        "fraction_of_final_layout_cells_sized_beyond_drive_strength_1_pct": 20.3,
        "areaGrowthSynthToFinish_pct": 24.1,
        "fin_cells": 687,
        "final_util_pct": 51.1,
        "num-fill-cells": 944,
        "comb_area_um2": 2820,
        "design_area_um2": 5540,
    },
    "power_and_ir_drop": {
        "leakage_nw": 2.51,
        "peakVddDrop_mv": 0.391,
        "power_per_cell_area_nw_per_um2": 876,
        "total_power_mw": 4.85,
    },
    "run": {
        "log.warning_count": 36,
        "cap_viol_max_count": 0,
    },
    "cts": {
        "clock_tree.buffer_depth": 2,
        "cts_root_buffer": "clkbuf_8",
        "clock.latency.late_pin_ns": 0.34,
        "htreeDepth": 3,
        "cts-buffers-inserted": 9,
        "clock_sink_count": 67,
        "tritoncts": "built",
        "cts.reportedPaths.clkPinSlew_ns": 0.08,
    },
    "setup_path": {
        "critical_path_required_ns": 2.16,
        "cp_max_fo": 3,
        "crit_arrival_ns": 2.13,
        "setup_crit_path_kind": "flip-flop to output port",
        "worst_setup_path_start_kind": "flip-flop",
        "setup.worst_path.end_class": "output port",
        "rr_worst_depth": 8,
    },
    "min_path": {
        "holdCritPathClass": "input port to async pin",
    },
}
## flip-flops by register name (all words and copies together) (netlist names), 2 cells and up
signal	cells
normal_inst.o_hours	5
stop_watch_inst.modes_counter	3
set_time_inst.modes	3
normal_inst.seconds	6
set_alarm_inst.o_minutes_right	4
set_time_inst.o_hours_left	2
set_alarm_inst.o_hours_right	4
set_time_inst.o_hours_right	4
set_alarm_inst.o_minutes_left	3
set_time_inst.o_minutes_left	3
fsm_inst.current_state	4
set_alarm_inst.modes	3
fsm_inst.alarm_counter	6
normal_inst.o_minutes	6
set_time_inst.o_minutes_right	4
set_alarm_inst.o_hours_left	2
## worst max-delay path, stage by stage, from the launching register on
cell	delay, ns
dfrtp_1	0.41
buf_6	0.13
ha_4	0.26
ha_4	0.21
a21oi_4	0.15
xnor2_2	0.08
a222oi_1	0.35
inv_1	0.07
buf_2	0.11
## cells by family (layout without fill, tap and decap cells)
logic type	after synthesis	after routing	synth area share (%)
muxes	12	12	2.89
AOI/OAI and AO/OA	119	119	16.4
adders and majority gates	45	45	13.3
and+or+nand+nor	156	156	18.0
xor gates and xnor gates	35	35	7.38
buffers and inverters	49	113	4.40
DFF	67	67	37.6
## cells in the final DEF (no fill, tap or decap), types with 8 or more instances in the layout
cell type  count
a21oi_1       21
nand4_1        9
buf_4         39
a31oi_1        9
ha_1          32
dfrtp_1       63
nor2b_1        9
nor2_1        32
inv_1         33
clkbuf_8       9
o21ai_0       38
nor3_1         8
nand2_1       46
nand3_1       18
xnor2_1       23
## path summary, 6_finish.rpt
path / start / to / slack [ns]
worst max-delay path: set_alarm_inst.o_minutes_left[0] / minutes_fsm_top[4] / 0.03
worst min-delay path: rst_top / set_alarm_inst.o_minutes_left[1] / 0.18
worst max register to register: set_alarm_inst.o_minutes_left[0] / fsm_inst.alarm_counter[0] / 0.23
worst min register to register: stop_watch_inst.inc_counter / stop_watch_inst.inc_counter / 0.48
max in group asynchronous: rst_top / normal_inst.o_hours[1] / 1.73
min in group clk0: stop_watch_inst.inc_counter / stop_watch_inst.inc_counter / 0.48
## where the power goes
part	switching [mW]	internal (mW)	leakage (nW)	total, mW
clock network	0.393	0.523	0.101	0.916
registers	0.341	1.28	0.862	1.62
logic	1.16	1.16	1.54	2.32
## what timing repair did
action / 4_1_cts / 5_1_grt
pin swaps: 25 / 19
setup endpoints to repair: 8 / 10
gates resized: 42 / 22
setup buffers: 14 / 6
hold buffers: 0 / 0
## layer usage
metal	routed length [µm]	up-vias	part of all wire, %	global-route usage (%)
met5	0	-	0	0
met4	114	0	1.1	1.57
met3	633	13	6.0	3.52
met2	4590	100	43	30.4
met1	5300	1775	50	35.5
li1	-	1841	-	-
## final cells by class
| class | count | area share (%) |
|---|---|---|
| Clock buffer | 12 | 2.44 |
| Inverter | 35 | 2.37 |
| Multi-Input combinational cell | 367 | 50.9 |
| Clock inverter | 4 | 1.38 |
| Timing Repair Buffer | 62 | 9.38 |
| Tap cell | 140 | 3.16 |
| Sequential cell | 67 | 30.4 |
Power figures rest on the tool's default switching activity, not on a simulated workload.
